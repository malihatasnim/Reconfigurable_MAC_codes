<file path="flow/run.sh">
#!/bin/bash
# OpenROAD 26Q1-2900-gdf79404cd8, Yosys 0.63+post, stock flow scripts
make -C /OpenROAD-flow-scripts/flow DESIGN_CONFIG=/design/flow/config.mk WORK_HOME=/design/flow/orfs finish
</file>
<file path="flow/design.v">
`timescale 1ns / 1ps
module MACDesign2(
    input [1:0] a,
    input [1:0] b,
    input clk,
    output [3:0] adder_out
    );
    wire w1;
    twobitmultBeh mul2(a,b,w1);
    Accumulator accum(w1,clk,adder_out);
endmodule
module Accumulator(
    input [3:0] mult,
    input clk,
    output reg [3:0] accumout
    ); 
    always@(posedge clk) begin
        accumout <= accumout + mult;
    end
endmodule
module twobitmultBeh(
    input [1:0] A,
    input [1:0] B,
    output [3:0] Sum
    );
    wire w1,w2;
    and n1(Sum[0],A[0],B[0]);
    and n2(w1,A[0],B[1]);
    and n3(w2,A[1],B[0]);
    HA n4(w1,w2,Sum[1],C);
    and n5(w3, A[1],B[0]);
    HA n6(w3,C,Sum[2],Sum[3]);
endmodule
module HA  
(
	input a,
	input b,
	output sum,
	output c 
);
xor n1(sum,a,b);
and n2(c,a,b);
endmodule
</file>
<file path="flow/config.mk">
export PLATFORM = sky130hd
export DESIGN_NAME = MACDesign2
export DESIGN_NICKNAME = MACDesign2
export VERILOG_FILES = /design/flow/design.v
export SDC_FILE = /design/flow/constraint.sdc
export NUM_CORES = 4
export LEC_CHECK = 1
export CORE_AREA = 10 10 70 70
export DIE_AREA = 0 0 80 80
</file>
<file path="flow/constraint.sdc">
current_design MACDesign2

set clk_period 1.0
set clk_io_pct 0.2

create_clock -name clk0 -period $clk_period [get_ports {clk}]

set non_clock_inputs [all_inputs -no_clocks]
set_input_delay [expr $clk_period * $clk_io_pct] -clock clk0 $non_clock_inputs
set_output_delay [expr $clk_period * $clk_io_pct] -clock clk0 [all_outputs]
</file>
==> run notes <==
On the backend side, the flow ran end to end.

The run finished with clean final reports. STA reports the tightest min-delay check as being of type in2reg. The mean area per synthesized cell stands at 13.39 um2. For reference, the placement row count at floorplan is 21.

For reference, the critical path cell chain is clkdlybuf4s15_1. On the worst path, the slowest cell contributes a delay of 0.32 ns. The flow reports that sequential cells draw 37.7% of the design power. The first global-routing pass estimated 593 um of wire. Per the detail_route report, the via count comes to 112. Warnings raised by the tools during the run amount to 27. Among all stages on the critical path, the largest delay is contributed by dfxtp_1. The total global-route track usage stands at 1.345%. Counting pins that exceed their max-slew limit in the final report gives 0. Per the OpenROAD floorplan log, the area of the core is 0.003416 mm2. Dividing the final minimum period by the clock period gives 93.95%. The placed instance count stands at 65. After synthesis the cells add up to 133.9 um2. Ranked by flip-flop count, first place goes to accum.accumout. Hold analysis shows the worst path with a depth of 3. The worst setup path is launched from a flop. In this run the worst setup path terminates at adder_out[2].

The register area share after synthesis stands at 59.81%. STA lists the endpoint of the worst register-to-register path as accum.accumout[2]. The number of cells on the worst reg-to-reg path is 3.

The synthesized netlist handed to floorplanning was reported with a cell count of 10. The yosys cell count stands at 10. The largest fanout on the critical path stands at 2. TritonRoute reported its final design rule violation total as 0. Max-cap violations in this run came to 0. The total iterations of the first detailed-routing run stands at 2. The total number of H-tree levels stands at 1. The critical path arrival stands at 0.74 ns. The global placer's final weighted congestion stands at 0.6970. The count of endpoints failing setup in the final report stands at 0. Per the summary, power density relative to cell area is 2641 mW/mm2. The number of hold buffers added after CTS was 0. Entering global routing, the biggest net connects 3 pins.

Setup repair after global routing left no endpoint under its margin. The register with the most flip-flops in the layout has 4 of them. The register-to-register setup slack stands at 0.09 ns. Looking at the worst setup and hold paths, the clock pins of their registers show a slew of 0.04 ns. The warning count from the yosys run stands at 5. The clock share of power stands at 24.2%. The worst setup path is of the reg2out kind. The wire length per cell after detailed routing stands at 5.279 um. The main area contributors are dfxtp_1 (60%), ha_1 (19%), xnor2_1 (6.5%). The routed design ends up with an antenna cell count of 0. The yosys stat chip area stands at 133.9 um2. The startpoint identified for the worst register-to-register timing path is accum.accumout[0]. Counting along the longest clock path gives a buffer depth of 2. Of the total power, the share spent switching nets is 25.05%.

For reference, the final report shows the hold violation count at 0. The reported leakage power stands at 0.1169 nW. Per the CTS log, the root buffer master is clkbuf_4. The clock sink count stands at 4.

Together, buffers and inverters on the worst path number 1. The critical path required time stands at 0.80 ns. TritonCTS built the clock tree. The iteration-0 DRC count of the detailed router stands at 5. The number of global-route vias before repair was 132. The number of stages on the worst setup path stands at 1. The initial antenna violation count came to 0. The layout overhead on the synthesized area stands at 133.6%. Per the final layout report, the fraction of cells sized above drive strength 1 comes to 50.00%.

The number of register bits inferred by synthesis stands at 4. The slew at the pin closest to its max-slew limit stands at 0.1196 ns. The CTS report gives the tree buffer count as 3. The worst setup path is captured at an output pin.

The vias per cell stands at 1.647. In this run the tool buffered the top-level ports with 6 buffer cells. The number of distinct library cell variants in the gate-level netlist after synthesis stands at 6. The die span in y stands at 80 um. Per STA, the worst path accumulates the most delay in the family flip-flops.

The total negative slack stands at 0 ns. The final antenna-violating net count stands at 0. The horizontal die dimension reported for this design is 80 um.

The clock reaches the later pin of the worst-skew pair after 0.23 ns. Once the floorplan was initialized, standard cells occupied 3.919% of the core. The largest registers in the layout are accum.accumout (4). The floorplan step defined a die boundary enclosing 0.006400 mm2. Of the post-synthesis cell area, the dominant cell type holds 59.81%. The count of non-filler cells in the finished layout stands at 68.

Based on the critical path, the design can be clocked at up to 1064 MHz. The internal power summed over all cells stands at 0.0006192 W. The maximum ir drop on the vdd rail stands at 781.3 uV. The switching power stands at 0.0002069 W. The share of total power in combinational logic stands at 38.1%. The count of boundary I/O pins stands at 9. The slew check shows that the tightest pin keeps a relative margin of 91.97%. After layout, the setup clock skew is reported as 0.00002784 ns. The overflow left after global routing stands at 0.

The final critical-path required period stands at 0.9395 ns. The total wirelength of the detailed-routed design stands at 359 um. After clock tree synthesis, the setup repair step added 0 buffers. Looking at area per cell type in the netlist, the leader is dfxtp_1. The most critical setup path has its startpoint at accum.accumout[2].
-- power by group through the flow --
stage         clock network, W  logic [W]  registers [W]
global route          0.000231   0.000360       0.000320
finish                0.000200   0.000315       0.000311
CTS                   0.000216   0.000316       0.000310
-- kinds of logic (layout without fill, tap and decap cells) --
| kind of cell | count (synthesis) | count (layout) | synth area share (%) |
|---|---|---|---|
| buffers and inverters | 0 | 12 | 0 |
| flip-flops | 4 | 4 | 59.82 |
| AND/OR/NAND/NOR | 2 | 2 | 8.411 |
| adder cells (fa/ha/maj) | 2 | 2 | 18.69 |
| XOR/XNOR | 2 | 2 | 13.09 |
-- timing repair --
item / CTS / global route
endpoints found under the hold margin: 0 / 0
setup endpoints to repair: 7 / 2
gates resized: 14 / 2
pin swaps: 3 / 0
-- synth_stat cells --
library cell	n
xnor2_1	1
nand3_1	1
and2_1	1
dfxtp_1	4
ha_1	2
xor2_1	1
-- routing by layer --
metal | track usage [%] | routed length (um) | vias to the layer above
met5 | 0 | 0 | -
met4 | 0.3521 | 0 | 0
met3 | 2.045 | 74 | 0
met2 | 0.8026 | 64 | 11
met1 | 1.869 | 220 | 44
li1 | - | - | 57
-- layout by cell type, fill, tap and decap left out --
master,count
clkdlybuf4s15_1,4
dlygate4sd2_1,2
and2_1,1
dfxtp_2,3
clkbuf_4,3
buf_4,3
ha_4,1
xor2_1,1
dfxtp_1,1
ha_2,1
xnor2_1,1
nand3_1,1
-- through the flow --
step / worst slack [ns] / total power [W] / cell area (um2) / util, % / hold WS [ns]
3_3_place_gp: -0.3976 / 0.0006303 / 274.0 / 8.022 / 0.4646
6_report: 0.06047 / 0.0008262 / 312.8 / 9.158 / 0.4211
4_1_cts: 0.002787 / 0.0008416 / 310.3 / 9.084 / 0.4180
3_5_place_dp: -0.4120 / 0.0006388 / 274.0 / 8.022 / 0.4739
2_1_floorplan: 0.03336 / 0.0003424 / 133.9 / - / 0.4128
5_1_grt: 0.01184 / 0.0009111 / 312.8 / 9.158 / 0.4276
-- how the worst min path moves through the flow --
stage | from | end | slack (ns)
6_report | a[0] | accum.accumout[0] | 0.42
4_1_cts | b[0] | accum.accumout[0] | 0.42
5_1_grt | b[0] | accum.accumout[0] | 0.43
-- area by class of cell --
cell class	instances	area, um2
fill	398	3103
sequential	4	83.83
timing repair buffer	9	80.08
multi-input combinational	6	68.82
tap	46	57.56
clock buffer	3	22.52
Power figures rest on the tool's default switching activity, not on a simulated workload.

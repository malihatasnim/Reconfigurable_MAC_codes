### ./run.sh
#!/bin/bash
# OpenROAD 26Q1-2900-gdf79404cd8, Yosys 0.63+post, stock flow scripts
make -C /OpenROAD-flow-scripts/flow DESIGN_CONFIG=/design/flow/config.mk WORK_HOME=/design/flow/orfs finish
### ./config.mk
export PLATFORM = sky130hd
export DESIGN_NAME = add_and_sub
export DESIGN_NICKNAME = add_and_sub
export VERILOG_FILES = /design/flow/design.v
export SDC_FILE = /design/flow/constraint.sdc
export NUM_CORES = 4
export LEC_CHECK = 1
export CORE_AREA = 10 10 86 86
export DIE_AREA = 0 0 96 96
### ./constraint.sdc
current_design add_and_sub

set clk_period 8.6
set clk_io_pct 0.2

create_clock -name clk0 -period $clk_period

set non_clock_inputs [all_inputs -no_clocks]
set_input_delay [expr $clk_period * $clk_io_pct] -clock clk0 $non_clock_inputs
set_output_delay [expr $clk_period * $clk_io_pct] -clock clk0 [all_outputs]
### ./design.v
`timescale 1ns / 1ps
module add_and_sub(A,B,s,out,carry);
	input[7:0] A;
	input[7:0] B;
	input s;
	output[7:0] out;
	output carry;
	reg[7:0] out;
	reg carry;
	wire[7:0] A;
	wire[7:0] B;
	wire s;
	wire [7:0] neg_b = ~B[7:0] + 1;
	always @ (A or B or s)
	begin
    	if (s == 0)
        	begin
            	out = A + B;
            	carry = (A[7] & B[7] & ~out[7])|
                    	(~A[7] & ~B[7] & out[7]);
        	end
    	else
    	begin
        	out = A + neg_b;
        	carry = (A[7] & neg_b[7] & ~out[7])|
            	(~A[7] & ~neg_b[7] & out[7]);
    	end
	end
endmodule
==> results_slide.txt <==
Implementation Results

Outcome
  • Outcome: finished, final reports clean

Pwr
  • Switching power: 0.0000426 W
  • Leak: 0.511 nW
  • Combinational cell fraction of total power: 100.0%
  • Switching share of power: 45.3%
  • VDD IR-drop max: 0.0349 mV
  • Total internal power: 0.0000515 W
  • Part of the power in registers: 0%
  • Clk network pwr share: 0%
  • Total power density per cell area: 73.4 nW/um^2

Floorplanning
  • Vert. Die Dim: 96 um
  • Floorplan die width: 96 um
  • Std-Cell Rows: 27
  • Area of the core: 5540 um^2
  • Ports placed on the boundary: 26
  • Floorplan die area: 9220 um^2
  • Init Core Util: 16.9%

Drt
  • TritonRoute pass-1 iters: 4
  • Average routed wire per standard cell: 11.9 um
  • Violation tally from detailed-route iteration zero: 52
  • Antenna fix cells: 0
  • Average vias per placed instance: 4.37
  • WL final: 2.59 mm
  • Antenna-violating nets left: 0
  • DRC: 0
  • Via count: 953

Final timing
  • Relative max-transition margin: 55.6%
  • Highest clock rate: 147 MHz
  • Setup TNS: 0 ns
  • Final worst-path cycle share: 79.2%
  • Number of endpoints with negative hold slack in the final report: 0
  • Number of pins exceeding their max-slew limit in the final report: 0
  • Final-report setup violation count: 0
  • Actual transition at the worst max-transition pin: 0.664 ns
  • Post-layout minimum cycle time: 6.81 ns
  • Hold Worst Slack: 4.48 ns
  • Setup repair after global routing missed its margin: no

Synthesis
  • Post-synthesis average cell area: 7.69 um^2
  • Number of library cell types mapped by synthesis: 37
  • Yosys Warn Count: 1
  • Yosys stat cell total: 122
  • Synthesized instance count: 122
  • Cell Area, Synth: 938 um^2
  • Sequential area share after synthesis: 0%
  • Chip area line of the yosys report: 938 um^2

Clocking
  • Post_cts resized: 0
  • Post-CTS setup-driven buffer insertion count: 0
  • # hold bufs at CTS: 0

Global route
  • Maximum number of pins on one net before global-route repair: 20
  • Total overflow reported by the global router: 0
  • Number of antenna violations at the first check in global routing: 0
  • First-pass GRT wire length: 4.47 mm
  • Via count of the first global-routing pass: 926
  • GR Util All Layers: 5.90%

Job
  • Number of maximum-capacitance violations: 0
  • Total tool warning count: 35

Finish
  • Count of clock buffers in the final design: 0
  • Registers: 0
  • Cell Count, Final, Fillers Out: 218
  • Share of cells above drive strength 1: 4.11%
  • Util after Layout: 23.1%
  • Sequential cell area in the final layout: 0 um^2
  • Syn-to-layout area delta: 36.5%

Setup path
  • Largest fanout on the critical path: 5
  • Critical path capture point type: output port
  • Data required time of the critical path: 6.88 ns
  • Crit path arrival time: 5.09 ns
  • Worst Setup Start Kind: primary input
  • Launch point of the critical path: B[2]
  • Category of the critical setup timing path: primary input to output port

Placed design
  • Hpwl dp: 2.27 mm
  • Global placement routability congestion: 0.909
  • Placed Cells incl. Taps: 218
  • Count of input and output buffers: 26

Worst hold path
  • Worst Hold Depth: 3
  • Class of the tightest hold or removal check: primary input to output port
  • Capture endpoint of the worst hold path: out[0]
  • Hold Crit Start: A[0]
[final cells by class]
cell class | count | area [um^2]
Fill cell | 635 | 4260
Timing Repair Buffer | 26 | 260
Multi-Input combinational cell | 110 | 893
Inverter | 10 | 37.5
Tap cell | 72 | 90.1
[cell usage in the layout, fill, tap and decap left out, types with 2 or more instances in the layout]
cell type / n
clkdlybuf4s50_1: 26
nor3_1: 4
or3_1: 3
a21oi_1: 11
nand4_1: 2
nor2b_1: 3
o211ai_1: 5
a21o_1: 3
nor3b_1: 4
o21ai_0: 4
fa_1: 2
a211oi_1: 4
nand3_1: 2
xnor2_1: 10
ha_1: 19
o2111ai_1: 2
and2_1: 2
nor2_1: 8
mux2i_1: 4
xor2_1: 3
inv_1: 9
nand2_1: 2
[cells by family after synthesis]
family          count (synthesis)  share of synthesized area, %
simple gates                   35                          21.3
buf+inv                        12                          4.80
fa+ha+maj                      21                          29.6
mux                             5                          5.47
xor+xnor                       14                          13.9
compound gates                 35                          24.9
[cells in the mapped netlist (all sizes together) (2+ instances only)]
| master | instances | area (um^2) |
|---|---|---|
| nor3 | 4 | 20.0 |
| nor2b | 3 | 18.8 |
| nor2 | 8 | 30.0 |
| or3 | 4 | 26.3 |
| and2 | 2 | 12.5 |
| a21o | 3 | 22.5 |
| inv | 10 | 37.5 |
| nand2 | 2 | 7.51 |
| o2111ai | 2 | 17.5 |
| xor2 | 3 | 26.3 |
| a211oi | 4 | 30.0 |
| nand3 | 2 | 10.0 |
| a21oi | 11 | 55.1 |
| o21ai | 4 | 20.0 |
| fa | 2 | 40.0 |
| nor3b | 4 | 30.0 |
| nand4 | 2 | 12.5 |
| xnor2 | 11 | 104 |
| mux2i | 4 | 40.0 |
| o211ai | 5 | 37.5 |
| ha | 19 | 238 |
[metrics by stage]
| step | worst slack [ns] | power, W | cell area [um^2] |
|---|---|---|---|
| after floorplan | 2.94 | 0.0000542 | 938 |
| final | 1.79 | 0.0000940 | 1280 |
| after detailed placement | 1.77 | 0.0000940 | 1280 |
| after global routing | 1.41 | 0.000107 | 1280 |
| after CTS | 1.77 | 0.0000950 | 1280 |
| after global placement | 1.70 | 0.0000948 | 1280 |
[how the worst max path moves through the flow]
stage | end | slack, ns | depth (start not counted)
CTS | carry | 1.77 | 13
finish | carry | 1.79 | 13
global route | carry | 1.41 | 13
[power by group through the flow]
stage	Sequential, W	Combinational, W	Clock (W)
global route	0	0.000107	0
finish	0	0.0000940	0
CTS	0	0.0000950	0
[critical path: stages]
cell             delay [ns]
clkdlybuf4s50_1        0.49
or3_1                  0.38
or2_1                  0.23
or4_4                  0.44
xnor2_2                0.18
inv_2                  0.04
ha_1                   0.34
nand3_1                0.08
or3_1                  0.30
nand4_1                0.14
nor3b_1                0.07
nor4_1                 0.16
clkdlybuf4s50_1        0.51
[routing by layer]
layer	routed length [um]	GRT usage (%)	vias to the layer above
met5	0	0	-
met4	0	0	0
met2	844	7.01	24
li1	-	-	511
met1	1470	9.88	418
met3	278	2.28	0
Power figures rest on the tool's default switching activity, not on a simulated workload.
